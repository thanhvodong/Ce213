## flow/run.sh

```bash
#!/bin/bash
# OpenROAD 26Q1-2900-gdf79404cd8, Yosys 0.63+post, stock flow scripts
make -C /OpenROAD-flow-scripts/flow DESIGN_CONFIG=/design/flow/config.mk WORK_HOME=/design/flow/orfs finish
```

## flow/config.mk

```make
export PLATFORM = sky130hd
export DESIGN_NAME = top
export DESIGN_NICKNAME = top
export VERILOG_FILES = /design/flow/design.v
export SDC_FILE = /design/flow/constraint.sdc
export NUM_CORES = 4
export LEC_CHECK = 1
export CORE_AREA = 10 10 102 102
export DIE_AREA = 0 0 112 112
```

## flow/constraint.sdc

```tcl
current_design top

set clk_period 5.5
set clk_io_pct 0.2

create_clock -name clk0 -period $clk_period [get_ports {clk}]

set non_clock_inputs [all_inputs -no_clocks]
set_input_delay [expr $clk_period * $clk_io_pct] -clock clk0 $non_clock_inputs
set_output_delay [expr $clk_period * $clk_io_pct] -clock clk0 [all_outputs]
```

## flow/design.v

```verilog
`timescale 1ns / 1ps
module alu(input [31:0] a, input [31:0] b, input [2:0] f, output reg [31:0] out, output is0);
    always @(a, b,f)
        begin
        if (f == 3'b000)     
            out = ~a;
        else if( f == 3'b001)    
            out = a & b;
        else if( f == 3'b010)    
            out = a ^ b;
        else if (f == 3'b011)    
            out = a | b;
        else if( f == 3'b100)    
            out = a - 1;
        else if( f == 3'b101)    
            out = a + b;
        else if( f == 3'b110)    
            out = a - b;
        else if( f == 3'b111)    
            out = a + 1;
    end
    assign is0 = (out == 32'b0) ? 1 : 0;
endmodule 
`timescale 1ns / 1ps
module dmem(
    input clk, rst,
    input [31:0] address, DataW,
    input MemRW,
    output [31:0] DataR
    );
    integer i;
    reg [31:0] mem  [0:63];
    always @(posedge clk or negedge rst) begin
        if (!rst) begin
            for (i=0;i<64;i=i+1) begin
                mem[i] = 32'b0;
            end
        end
        else begin
            if (MemRW) mem[address] <= DataW;
        end
    end
    assign DataR = mem[address];
endmodule
`timescale 1ns / 1ps
module imm_gen(
    input [15:0] instr,
    output [31:0] imm_out
    );
    assign imm_out = {{17{instr[15]}}, instr[14:0]};
endmodule
`timescale 1ns / 1ps
module mux (
    input [31:0] a,b,
    input s,
    output  [31:0] c
);
    assign c = (s == 0) ? a:b;
endmodule
`timescale 1ns / 1ps
module mux5bit (
    input [4:0] a,b,
    input s,
    output  [4:0] c
);
    assign c = (s == 0) ? a:b;
endmodule
`timescale 1ns / 1ps
module reg_file (
  input clk,rst,
    input [4:0] A1,  
    input [4:0] A2,  
    input [4:0] A3,  
    input [31:0] WD3,
    input WE3,
    output  [31:0] RD1,
    output  [31:0] RD2
    );
    reg [31:0] mem [0:31];
    integer i;
    always @(posedge clk or negedge rst) begin
        if (~rst) begin
            for (i=0;i<32;i=i+1) begin
                mem[i] <= 0;
            end
        end
        else begin
            if (WE3) mem[A3] <= WD3;
        end
     end
     assign RD1 = mem[A1];
     assign RD2 = mem[A2];
endmodule
`timescale 1ns / 1ps
module top(
    input clk,
    input rst,
    input [31:0] instr,
    output iszero,
    input [3:0] alu_control,
    input RegDst, RegWrite, ALUsrc, MemWrite, MemRead, MemToReg
    );
    wire [31:0] rd1, rd2, imm, B_alu, alu_result, mem, wd;
    wire [4:0] wr_addr;
    mux5bit muxA (
        .a(instr[20:16]),
        .b(instr[15:11]),
        .s(RegDst),
        .c(wr_addr)
    );
    reg_file register_file (
        .clk(clk),
        .rst(rst),
        .A1(instr[25:21]),
        .A2(instr[20:16]),
        .A3(wr_addr),
        .WD3(wd),
        .WE3(reg_write_en),
        .RD1(rd1),
        .RD2(rd2)
    );
    imm_gen sign_exten (
        .instr(instr[15:0]),
        .imm_out(imm)
    );
    mux muxB (
        .a(rd2),
        .b(imm),
        .c(B_alu),
        .s(ALUsrc)
    );
    alu ALU (
        .a(rd1),
        .b(B_alu),
        .f(alu_control),
        .out(alu_result),
        .is0(iszero)
    );
    dmem data_mem (
        .clk(clk),
        .rst(rst),
        .address(alu_result),
        .MemRW(MemWrite),
        .DataR(mem),
        .DataW(rd2)
    );
    mux muxC (
        .b(mem),
        .a(alu_result),
        .s(MemToReg),
        .c(wd)
    );
endmodule
```

==> run_results.csv <==
group,metric,value,unit
placed_design,gp_congestion,0.867,
grt,grt_overflow,0,
timing,unclocked_pins,32,
flow_run,cap_violations,0,
yosys,netlist_instances,205,
yosys,xor_share,0.567,%
floorplan,floorplan.rows,33,
yosys,yosysMostFrequentCell,"dlxtn_1",
setup_path,slowest_delay,0.62,ns
timing,rsz0062_at_grt,"false",
setup_path,path_class,"in -> out",
yosys,syn_avg_cell_area,7.54,sq um
yosys,async_flop_share,0,%
power,leakagePower,0.820,nW
detailed_routing,ant_nets,0,
grt,antenna_found_initial,0,
outcome,status,"complete, no violations",
setup_path,arrival,4.20,ns
yosys,edf_count,0,
grt,grt_max_degree,39,
timing,hold_viol_final,0,
placed_design,dp_hpwl,3220,microns
detailed_routing,via_per_inst,4.59,
placed_design,postPlaceCellArea,1970,sq um
flow_run,log.warning_count,51,
grt,grt_pass1_wl,7230,microns
floorplan,io_pins,45,
detailed_routing,drtPass1Iterations,4,
timing,period_used_share,96.4,%
finish,nFillCells,886,
yosys,ys_chip_area,1550,sq um
placed_design,portBuffers,21,
yosys,ys_types,51,
setup_path,crit_chain,"clkdlybuf4s50_1 -> o21ai_4 -> nand4_4 -> a31o_1 -> a211o_1 -> dlxtn_1 -> nor4_2 -> buf_4 -> nand4_1 -> nor2_1 -> clkdlybuf4s50_1",
yosys,numSynthFlops,32,
setup_path,crit_buf_inv,3,
detailed_routing,post-route-drc-count,0,
setup_path,startpoint_type,"input pin",
yosys,mux_share,0.648,%
yosys,ys_cells,205,
grt,grt_pass1_vias,1449,
timing,relSlewSlack,49.0,%
yosys,ff_type,"dlxtn_1",
grt,grt_usage,6.49,%
setup_path,crit_fanout,9,
timing,unconstrained_endpoints,32,
detailed_routing,antenna-diode-count,0,
yosys,top_area_cell,"dlxtn_1",
floorplan,die_height,112,microns
power,totalPowerFinal,0.123,mW
finish,fin_area,2020,sq um
finish,area_delta_synth_final,30.5,%
floorplan,fp_util,18.8,%
timing,tns,0,ns
power,ir_worst_vdd,0.0446,mV
floorplan,core_area,8220,sq um
floorplan,dieArea,12500,sq um
yosys,topCombFamilyByArea,"AND-OR/OR-AND gates",
detailed_routing,drtIter0Drc,97,
setup_path,crit_slowest_cell,"clkdlybuf4s50_1",
finish,largest_reg_flops,32,
yosys,synthAoiAreaFrac,32.5,%
timing,final.min_clock_period,5.30,ns
timing,setup_violations,0,
setup_path,worst_path_most_repeated_cell,"clkdlybuf4s50_1",
timing,fmax,189,MHz
setup_path,required,4.40,ns
setup_path,cp-end-kind,"output pin",
yosys,common_cells,"dlxtn_1, nand2_1, o21ai_0",
yosys,synth.cellmix.simpleShare,29.4,%
yosys,topCellsByArea,"dlxtn_1, o21ai_0, nand2_1, nor4_1, a21boi_0",
detailed_routing,wl,4220,microns
timing,max_slew.worst_pin.slew,0.762,ns
finish,drive_gt1_share,7.72,%
setup_path,critical_path.top_delay_family,"buffers and inverters",
power,powerDensity,61.2,nW/um^2
yosys,yosysWarnings,8,
yosys,synthesis.area,1550,sq um
floorplan,die_w,112,microns
clock_tree,cts_setup_buffers,0,
timing,slew_violations,0,
yosys,fa_ha_area_share,1.62,%
detailed_routing,vias,1612,
detailed_routing,post_drt_wl_per_cell,12.0,microns
yosys,top_cell_area_share,31.1,%
[layout by cell type, fill, tap and decap left out, types with 2 or more instances in the layout]
master | netlist | layout
dlxtn_1 | 32 | 32
conb_1 | 1 | 32
nand2_1 | 18 | 18
o21ai_0 | 18 | 18
clkdlybuf4s50_1 | 0 | 16
nor2_1 | 10 | 10
a31oi_1 | 8 | 8
nor4_1 | 9 | 8
nand3_1 | 8 | 8
a21oi_1 | 9 | 7
a21boi_0 | 7 | 7
nor2b_1 | 7 | 6
nand4_1 | 5 | 5
or3_1 | 4 | 4
o211ai_1 | 4 | 4
a21o_1 | 3 | 3
o311ai_1 | 3 | 3
a211o_1 | 3 | 3
buf_4 | 0 | 3
a21oi_2 | 0 | 2
o21ai_1 | 2 | 2
inv_1 | 2 | 2
o31ai_1 | 2 | 2
a221oi_1 | 2 | 2
a311oi_1 | 2 | 2
o41ai_1 | 2 | 2
a22oi_1 | 2 | 2
or4_1 | 2 | 2
nand2b_1 | 2 | 2
nand3b_1 | 2 | 2
[layer usage]
layer	GRT usage [%]	wire length (microns)
met1	9.94	2110
met2	10.1	1930
met3	0.597	155
met4	0.254	19
met5	0	0
[worst max path at each step]
| stage | from | end | slack [ns] | cells after the start |
|---|---|---|---|---|
| after CTS | ALUsrc | iszero | 0.02 | 13 |
| after global routing | instr[3] | iszero | 0.002 | 11 |
| final | instr[3] | iszero | 0.20 | 11 |
[metrics by stage]
step	util [%]	instances	setup WS [ns]
floorplan	-	236	0.987
global placement	24.0	352	-0.921
detailed placement	24.0	352	-0.910
CTS	24.0	352	0.0157
global route	24.5	351	0.00198
finish	24.5	351	0.196
[power by group]
group / leakage (nW) / total (mW) / internal [mW] / switching, mW
registers: 0.258 / 0.0285 / 0.0252 / 0.00336
clock network: 0 / 0 / 0 / 0
logic: 0.562 / 0.0949 / 0.0390 / 0.0560
total: 0.820 / 0.123 / 0.0641 / 0.0593
[cells by family after synthesis]
group / count (synthesis)
AOI/OAI and AO/OA: 75
xor gates and xnor gates: 1
adders and majority gates: 2
buffers and inverters: 15
latches: 32
muxes: 1
other: 1
and+or+nand+nor: 78
[area by class of cell]
class                           count  area, sq um  share of cell area [%]
Multi-Input combinational cell    189         1170                    58.3
Sequential cell                    32          480                    23.8
Timing Repair Buffer               23          223                    11.0
Tap cell                          105          131                    6.51
Inverter                            2         7.51                   0.372
[repair_timing]
item                                    4_1_cts  5_1_grt
resized                                      18       17
endpoints found under the setup margin        1        1
pin swaps                                     0        1
hold buffers                                  0        0
gates cloned                                  0        0
Power and IR drop assume default switching activity.
