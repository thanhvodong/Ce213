File: flow/config.mk
export PLATFORM = sky130hd
export DESIGN_NAME = Cau2full
export DESIGN_NICKNAME = Cau2full
export VERILOG_FILES = /design/flow/design.v
export SDC_FILE = /design/flow/constraint.sdc
export NUM_CORES = 4
export LEC_CHECK = 1
export CORE_AREA = 10 10 109 109
export DIE_AREA = 0 0 119 119
File: flow/constraint.sdc
current_design Cau2full

set clk_period 5.6
set clk_io_pct 0.2

create_clock -name clk0 -period $clk_period [get_ports {CLOCK_50}]

set non_clock_inputs [all_inputs -no_clocks]
set_input_delay [expr $clk_period * $clk_io_pct] -clock clk0 $non_clock_inputs
set_output_delay [expr $clk_period * $clk_io_pct] -clock clk0 [all_outputs]
File: flow/design.v
module clock_1Hz (
    input wire clk_50,
    output reg clk_1Hz
);
reg [24:0] count;  
parameter DIVIDER = 25000000;  
always @ (posedge clk_50) 
begin
    if (count == DIVIDER - 1) 
	 begin
        count <= 0;
        clk_1Hz <= ~clk_1Hz;
    end 
	 else begin
        count <= count + 1;
    end
end
endmodule
module Cau2 (
	input CLOCK, reset,
	output r1, y1, g1, r2, y2, g2
);
reg [2:0]state, next_state;
reg [3:0] count;
parameter 	s0 = 3'b000,
				s1 = 3'b001,
				s2 = 3'b010,
				s3 = 3'b011,
				s4 = 3'b100,
				s5 = 3'b101;
	always @(posedge CLOCK)
	begin
		if (state == s0 || state == s3)
			begin 
				if (count <  6)
					count <= count + 1;
				else 
					begin
						count <= 0;
						state <= next_state;
					end
			end
		else 
			begin
				if (count <  2)
					count <= count + 1;
				else 
					count <= 0;
					state <= next_state;
			end
	end
		always @(state) 
		case (state) 
			s0:
				next_state = s1; 
			s1:
				next_state = s2;
			s2:
				next_state = s3;
			s3:
				next_state = s4;
			s4:
				next_state = s5;
			s5:
				next_state = s0;
		endcase
	assign 	r1 = (state == s2 || state == s3 || state == s4 || state == s5) ? 1'b1 : 1'b0,
				y1 = (state == s1) ? 1'b1 : 1'b0,
				g1 = (state == s0) ? 1'b1 : 1'b0,
				r2 = (state == s0 || state == s1 || state == s2 || state == s5) ? 1'b1 : 1'b0,
				y2 = (state == s4) ? 1'b1 : 1'b0,
				g2 = (state == s3) ? 1'b1 : 1'b0;
endmodule
module Cau2full(
	input CLOCK_50,
	output R1,R2,G1,G2,Y1,Y2
);
	wire clock1s;
clock_1Hz ClockGen(.clk_50(CLOCK_50),.clk_1Hz(clock1s));
Cau2 Led(.CLOCK(clock1s),.r1(R1),.r2(R2),.g1(G1),.g2(G2),.y1(Y1),.y2(Y2));
endmodule
File: flow/run.sh
#!/bin/bash
# OpenROAD 26Q1-2900-gdf79404cd8, Yosys 0.63+post, stock flow scripts
make -C /OpenROAD-flow-scripts/flow DESIGN_CONFIG=/design/flow/config.mk WORK_HOME=/design/flow/orfs finish
==> GITHUB_STEP_SUMMARY <==
## PnR job results

| Metric | Value |
|---|---|
| Tally of nets with antenna violations remaining after routing | `0` |
| Number of distinct library cell variants in the gate-level netlist after synthesis | `39` |
| Crit path DAT | `2.15 ns` |
| Deepest level of the CTS H-tree | `1` |
| Type of element launching the critical path | `flip-flop` |
| TritonCTS clock tree | `done` |
| Final number of hold-violating endpoints | `0` |
| Number of warnings in the stage logs | `25` |
| Netlist Area Pre-Place | `1550 µm²` |
| Data required time at the worst endpoint | `5.50 ns` |
| Worst IR Drop VDD | `82.7 µV` |
| Remaining Overflow, GRT | `0` |
| Buffer depth of the longest clock path | `2` |
| Total placed instance area | `1740 µm²` |
| Total global routing track utilization | `3.41%` |
| Area Overhead vs Synth | `15.7%` |
| Endpoints left unconstrained | `18` |
| Cell area power density | `169 nW/µm²` |
| Count of buffers inserted at the top-level ports | `6` |
| Final sum of negative setup slack | `0 ns` |
| Ys flops | `36` |
| Via-to-Cell Ratio | `3.59` |
| Most common logic cell in the routed design | `sky130_fd_sc_hd__dfxtp_1` |
| Ant diodes | `0` |
| Row Count | `36` |
| Clock Skews | `0.00373 ns` |
| Number of register pins that no clock reaches | `10` |
| Chip Height | `119 µm` |
| Final period utilization | `40.2%` |
| Slew of the pin with the lowest slew margin | `0.648 ns` |
| Latency at later pin | `0.26 ns` |
| Yosys cell count | `160` |
| Outcome | `finished, final reports clean` |
| Total instance count after detailed placement | `293` |
| Number of antenna violations at the first check in global routing | `0` |
| DPL Wire Length | `1830 µm` |
| DR vias | `1066` |
| Post-Route WL | `2440 µm` |
| Final Critical Period | `2.25 ns` |
| Fmax | `445 MHz` |
| Clock input transition at the sequential cells of the worst setup and hold paths | `0.09 ns` |
| CTS buffer count | `3` |
| First-pass GRT wire length | `4260 µm` |
| # Post-CTS Setup Buffers | `0` |
| Setup violators final | `0` |
| Max-slew violation count | `0` |
| Placeable core area | `9640 µm²` |
| Most used cells in the layout excluding fill and tap cells | `sky130_fd_sc_hd__dfxtp_1, sky130_fd_sc_hd__nor2_1, sky130_fd_sc_hd__xnor2_1` |
| Setup repair after global routing missed its margin | `false` |
| Synthesized netlist cell count | `160` |
| Largest net degree at the start of global routing | `17` |
| Pre-Repair DR Iteration Count | `4` |
| Chip area | `14200 µm²` |
| Synthesis warning total | `2` |
| Die W | `119 µm` |
| Non-filler instance count after layout | `297` |
| Hold buffers post-CTS | `0` |
| Cell at the root of the clock tree | `sky130_fd_sc_hd__clkbuf_8` |
| Critical path capture point type | `flip-flop` |
| Final design area excluding fillers | `1800 µm²` |
| Max Cap Violations | `0` |
| Initial DRC Count | `48` |
| Crit-path max FO | `16` |
| Yosys stat chip area | `1550 µm²` |
| Worst-case headroom to the max-slew limit | `56.7%` |
| Class of the tightest hold or removal check | `flip-flop to flip-flop` |
| Via count of the first global-routing pass | `980` |
| Leak pwr | `0.674 nW` |
| Remaining design rule violation count | `0` |
| Placer congestion estimate | `0.778` |
| Type of the worst setup path | `flip-flop to flip-flop` |
| Share of final-layout standard cells stronger than drive strength 1 | `9.15%` |
| Average instance area after synthesis | `9.71 µm²` |
| Cell resize tally after clock tree synthesis | `0` |
| Routed wire per std cell | `8.22 µm` |
| Effective utilization at floorplan | `16.1%` |
| I/O pin total | `7` |
-- worst max-delay path, cell delays in order, from the launching register on --
cell	delay, ns
sky130_fd_sc_hd__dfxtp_1	0.37
sky130_fd_sc_hd__or4b_1	0.51
sky130_fd_sc_hd__or4_1	0.47
sky130_fd_sc_hd__nor3_4	0.53
-- layer usage --
metal / global-route usage, % / wire length (µm) / share of wire (%)
met5: 0 / 0 / 0
met4: 0.382 / 14 / 0.57
met3: 0.719 / 87 / 3.6
met2: 5.26 / 974 / 40
met1: 4.96 / 1370 / 56
-- Yosys cell counts --
| cell type | instances | area share [%] |
|---|---|---|
| sky130_fd_sc_hd__nand4_4 | 1 | 1.4 |
| sky130_fd_sc_hd__mux2i_1 | 1 | 0.64 |
| sky130_fd_sc_hd__nand2b_1 | 1 | 0.40 |
| sky130_fd_sc_hd__o21ai_0 | 7 | 2.3 |
| sky130_fd_sc_hd__inv_1 | 5 | 1.2 |
| sky130_fd_sc_hd__nand4_2 | 1 | 0.81 |
| sky130_fd_sc_hd__a21oi_2 | 1 | 0.56 |
| sky130_fd_sc_hd__o31ai_1 | 3 | 1.4 |
| sky130_fd_sc_hd__clkbuf_1 | 4 | 0.97 |
| sky130_fd_sc_hd__nor3_4 | 1 | 1.0 |
| sky130_fd_sc_hd__or3_2 | 1 | 0.48 |
| sky130_fd_sc_hd__nor3b_1 | 2 | 0.97 |
| sky130_fd_sc_hd__nor2_1 | 13 | 3.1 |
| sky130_fd_sc_hd__o21a_1 | 1 | 0.48 |
| sky130_fd_sc_hd__or4b_1 | 1 | 0.64 |
| sky130_fd_sc_hd__or4_1 | 3 | 1.4 |
| sky130_fd_sc_hd__a21oi_1 | 9 | 2.9 |
| sky130_fd_sc_hd__and2_1 | 2 | 0.81 |
| sky130_fd_sc_hd__edfxtp_1 | 4 | 7.7 |
| sky130_fd_sc_hd__o21bai_1 | 1 | 0.48 |
| sky130_fd_sc_hd__ha_1 | 3 | 2.4 |
| sky130_fd_sc_hd__nand3_1 | 8 | 2.6 |
| sky130_fd_sc_hd__nor2b_1 | 2 | 0.81 |
| sky130_fd_sc_hd__dlxtn_1 | 3 | 2.9 |
| sky130_fd_sc_hd__and4_1 | 1 | 0.56 |
| sky130_fd_sc_hd__buf_6 | 2 | 1.4 |
| sky130_fd_sc_hd__nand2_1 | 8 | 1.9 |
| sky130_fd_sc_hd__nor4_1 | 2 | 0.81 |
| sky130_fd_sc_hd__xor2_1 | 6 | 3.4 |
| sky130_fd_sc_hd__a22oi_1 | 1 | 0.48 |
| sky130_fd_sc_hd__conb_1 | 1 | 0.24 |
| sky130_fd_sc_hd__dfxtp_1 | 29 | 37 |
| sky130_fd_sc_hd__or4_4 | 3 | 2.2 |
| sky130_fd_sc_hd__nor3_1 | 4 | 1.3 |
| sky130_fd_sc_hd__and3_1 | 2 | 0.81 |
| sky130_fd_sc_hd__or2_2 | 3 | 1.2 |
| sky130_fd_sc_hd__or3_1 | 5 | 2.0 |
| sky130_fd_sc_hd__xnor2_1 | 11 | 6.2 |
| sky130_fd_sc_hd__nand4_1 | 4 | 1.6 |
-- sequential cells by signal, summed over array words and instances, names as in the netlist --
register          flops
ClockGen.count       25
Led.count             4
Led.next_state        3
Led.state             3
ClockGen.clk_1Hz      1
-- through the flow --
| step | power, mW | hold WS [ns] | worst slack [ns] | utilization, % |
|---|---|---|---|---|
| finish | 0.304 | 0.473 | 3.35 | 18.7 |
| global route | 0.315 | 0.512 | 3.26 | 18.7 |
| CTS | 0.308 | 0.482 | 3.34 | 18.7 |
| detailed placement | 0.190 | 0.461 | 3.35 | 18.1 |
| global placement | 0.190 | 0.453 | 3.35 | 18.1 |
| floorplan | 0.190 | 0.440 | 3.61 | - |
-- logic make-up (layout without fill, tap and decap cells) --
| group | after synthesis | in the layout | synth area share [%] |
|---|---|---|---|
| buf+inv | 11 | 15 | 3.62 |
| mux | 1 | 1 | 0.644 |
| xor+xnor | 17 | 17 | 9.58 |
| fa+ha+maj | 3 | 3 | 2.42 |
| compound gates | 23 | 23 | 8.62 |
| simple gates | 68 | 68 | 26.9 |
| other cells | 1 | 1 | 0.241 |
| flops | 33 | 33 | 45.1 |
| latches | 3 | 3 | 2.90 |
-- layout make-up --
type / instances / area, µm²
Inverter: 5 / 18.8
Clock buffer: 4 / 55.1
Multi-Input combinational cell: 113 / 752
Timing Repair Buffer: 6 / 60.1
Fill cell: 1080 / 7840
Sequential cell: 36 / 746
Tap cell: 133 / 166
-- final timing paths --
check	from	slack, ns	cells after the start	to
setup / recovery	ClockGen.count[17]$_SDFF_PN0_	3.35	3	ClockGen.clk_1Hz$_DFFE_PN_
hold / removal	ClockGen.count[0]$_SDFF_PN0_	0.47	1	ClockGen.count[0]$_SDFF_PN0_
setup reg to reg	ClockGen.count[17]$_SDFF_PN0_	3.35	3	ClockGen.clk_1Hz$_DFFE_PN_
hold reg to reg	ClockGen.count[0]$_SDFF_PN0_	0.47	1	ClockGen.count[0]$_SDFF_PN0_
-- where the power goes --
group	total [mW]	switching (mW)	internal, mW
combinational	0.0000546	0.0000543	0
sequential	0.186	0	0.186
clock	0.118	0.0556	0.0627
Power figures rest on the tool's default switching activity, not on a simulated workload.
